$ cat flow/config.mk
export PLATFORM = sky130hd
export DESIGN_NAME = adder
export DESIGN_NICKNAME = adder
export VERILOG_FILES = /design/flow/design.v
export SDC_FILE = /design/flow/constraint.sdc
export NUM_CORES = 4
export LEC_CHECK = 1
export CORE_AREA = 10 10 111 111
export DIE_AREA = 0 0 121 121
export SYNTH_HDL_FRONTEND = slang
$ cat flow/design.v
  parameter WIDTH=32;  
  parameter EXP_WIDTH=8;
  parameter SIG_WIDTH=23;
  parameter BIAS=127;
  localparam SHAMT_WIDTH=6;
  parameter CLA_GRP_WIDTH=25;
  parameter N_CLA_GROUPS=2;
  localparam ADDER_WIDTH=N_CLA_GROUPS*CLA_GRP_WIDTH;
  parameter code_NaN=32'b0_11111111_1000_0000_0000_0000_0000_000;
  parameter code_PINF=32'b0_11111111_0000_0000_0000_0000_0000_000;
  parameter code_NINF=32'b1_11111111_0000_0000_0000_0000_0000_000;
module ahead_adder(cin,A,B,S,cout);
  parameter WIDTH=32;  
  parameter EXP_WIDTH=8;
  parameter SIG_WIDTH=23;
  parameter BIAS=127;
  localparam SHAMT_WIDTH=6;
  parameter CLA_GRP_WIDTH=25;
  parameter N_CLA_GROUPS=2;
  localparam ADDER_WIDTH=N_CLA_GROUPS*CLA_GRP_WIDTH;
  parameter code_NaN=32'b0_11111111_1000_0000_0000_0000_0000_000;
  parameter code_PINF=32'b0_11111111_0000_0000_0000_0000_0000_000;
  parameter code_NINF=32'b1_11111111_0000_0000_0000_0000_0000_000;
input cin;
input [CLA_GRP_WIDTH-1:0]A;
input [CLA_GRP_WIDTH-1:0]B;
output reg[CLA_GRP_WIDTH-1:0]S;
output reg cout;
reg [CLA_GRP_WIDTH-1:0]G;
reg [CLA_GRP_WIDTH-1:0]P;
reg [CLA_GRP_WIDTH-1:0]C;
integer i;
always @ (*) begin
for(i=0;i<CLA_GRP_WIDTH;i=i+1) begin
	G[i] <= A[i] & B[i];
	P[i] <= A[i] | B[i];
end
	C[0]<= G[0] | (cin&P[0]);
	S[0]<=A[0]^B[0]^cin;
for(i=1;i<CLA_GRP_WIDTH;i=i+1) begin
	C[i]<=G[i] | (C[i-1] & P[i]) ;
	S[i]<=A[i]^B[i]^C[i-1];
end
	cout<=C[CLA_GRP_WIDTH-1];
end
endmodule
module adder(in1, in2, cin, sticky, effectiveOp, sum, cout );
  parameter WIDTH=32;  
  parameter EXP_WIDTH=8;
  parameter SIG_WIDTH=23;
  parameter BIAS=127;
  localparam SHAMT_WIDTH=6;
  parameter CLA_GRP_WIDTH=25;
  parameter N_CLA_GROUPS=2;
  localparam ADDER_WIDTH=N_CLA_GROUPS*CLA_GRP_WIDTH;
  parameter code_NaN=32'b0_11111111_1000_0000_0000_0000_0000_000;
  parameter code_PINF=32'b0_11111111_0000_0000_0000_0000_0000_000;
  parameter code_NINF=32'b1_11111111_0000_0000_0000_0000_0000_000;
input [ADDER_WIDTH-1:0] in1, in2;
input cin;
input sticky, effectiveOp;
output [ADDER_WIDTH-1:0] sum; 
output cout;
wire c1,c2;
ahead_adder u1 (effectiveOp,in1[CLA_GRP_WIDTH-1:0],in2[CLA_GRP_WIDTH-1:0],sum[CLA_GRP_WIDTH-1:0],c1);
ahead_adder u2 (c1,in1[ADDER_WIDTH-1:CLA_GRP_WIDTH],in2[ADDER_WIDTH-1:CLA_GRP_WIDTH],sum[ADDER_WIDTH-1:CLA_GRP_WIDTH],c2);
assign cout = c2;
endmodule
$ cat flow/constraint.sdc
current_design adder

set clk_period 20.8
set clk_io_pct 0.2

create_clock -name clk0 -period $clk_period

set non_clock_inputs [all_inputs -no_clocks]
set_input_delay [expr $clk_period * $clk_io_pct] -clock clk0 $non_clock_inputs
set_output_delay [expr $clk_period * $clk_io_pct] -clock clk0 [all_outputs]
$ cat flow/run.sh
#!/bin/bash
# OpenROAD 26Q1-2900-gdf79404cd8, Yosys 0.63+post, stock flow scripts
make -C /OpenROAD-flow-scripts/flow DESIGN_CONFIG=/design/flow/config.mk WORK_HOME=/design/flow/orfs finish
==> impl_metrics.py <==
# Physical implementation metrics
metrics = {
    "global_routing": {
        "gr-usage-all-layers_pct": 7.22,
        "grt_pass1_wl_mm": 8.08,
        "grt_use_met2_pct": 10.4,
        "grt.met1_usage_pct": 8.32,
        "antenna_found_initial": 0,
        "grt.busiest_layer": "met2",
        "grt_met3_usage_pct": 6.33,
        "grt_pass1_vias": 1462,
        "globalRouteOverflowTotal": 0,
        "largest_net_degree_at_the_start_of_global_routing": 2,
    },
    "critical_path": {
        "critical_path.startpoint_type": "primary input",
        "timing.critical_path.buf_inv": 4,
        "arrival_ns": 22.24,
        "critical_path_required_time_ns": 16.64,
        "endpoint_kind": "output port",
        "worst_path_max_delay_cell": "sky130_fd_sc_hd__clkdlybuf4s50_1",
        "critical-path-top-delay-family": "adder cells",
        "setup.worst_path.class": "in2out",
        "cpMostUsedCell": "sky130_fd_sc_hd__fa_2",
        "timing.critical_path.to": "sum[49]",
        "cp_max_fo": 1,
        "critical_path_depth": 54,
        "timing.critical_path.slowest_cell_delay_ns": 0.48,
        "launching_instance_or_port_of_the_critical_path": "in2[0]",
    },
    "outcome": {
        "outcome": "finished with violations",
        "violations": "negative setup slack",
    },
    "final_layout": {
        "layout.cells.most_common_list": "sky130_fd_sc_hd__clkdlybuf4s50_1 (131), sky130_fd_sc_hd__fa_2 (48), sky130_fd_sc_hd__buf_2 (17), sky130_fd_sc_hd__inv_1 (7), sky130_fd_sc_hd__fa_1 (2)",
        "area.sequential_um2": 0,
        "layout-drive-gt1-share_pct": 32.4,
        "area_growth_pct": 167,
        "finalInstanceArea_mm2": 0.00275,
        "nClkBuffers": 0,
        "final-instance-count-excl-fill": 343,
        "numSequentialCells": 0,
        "final_layout_top_logic_cell": "sky130_fd_sc_hd__clkdlybuf4s50_1",
        "final_util_pct": 27.9,
    },
    "logic_synthesis": {
        "synth.yosys.seq_area_share_pct": 0,
        "syn_avg_cell_area_um2": 17.8,
        "post_synth_instance_area_mm2": 0.00103,
        "synth_chip_area_mm2": 0.00103,
        "synth_cells": 58,
        "yosys_cells": 58,
        "synth_cell_types": 2,
        "yosysWarnings": 0,
    },
    "floorplan": {
        "die_area_mm2": 0.0146,
        "coreArea_mm2": 0.00986,
        "row_count": 36,
        "floorplan.die.width_um": 121,
        "core_density_at_floorplan_pct": 10.5,
        "ioPinCount": 154,
        "die_height_um": 121,
    },
    "placed_design": {
        "place_inst": 343,
        "detailed_place.area_mm2": 0.00284,
        "place.port_buffers": 152,
        "setup_slack_at_placement_ns": -6.03,
        "place_hpwl_mm": 5.34,
        "place.gp.congestion": 0.851,
    },
    "sta": {
        "unrepaired_setup_endpoints_after_global_routing": "true",
        "setup_viol": 17,
        "postLayoutSetupSlackWorst_ns": -5.60,
        "final-max-slew-violation-count": 0,
        "hold_ws_ns": 9.04,
        "slew_headroom_pct": 89.8,
        "layout_worst_path_cycle_share_pct": 127,
        "tightest_slew_ns": 0.152,
        "timing.final.hold_violations": 0,
        "setup_total_negative_slack_ns": -49.53,
        "finalWorstPathRequiredPeriod_ns": 26.40,
        "max_freq_ghz": 0.0379,
    },
    "hold_path": {
        "min_path_type": "in2out",
    },
    "routing": {
        "detail_route.first_pass.iterations": 1,
        "drt_iter0_markers": 0,
        "via_per_inst": 3.31,
        "via_count": 1136,
        "wirelength_mm": 5.42,
        "detail_route.drc_violations": 0,
        "antenna-diode-count": 0,
        "wl_per_cell_um": 15.8,
        "drtAntennaViolNets": 0,
    },
    "flow_run": {
        "cap_viol_max_count": 0,
        "warnings": 37,
    },
    "power_and_ir_drop": {
        "power-per-cell-area_mw_per_mm2": 28.0,
        "ir_drop_mv": 0.00852,
        "power.static_leakage_nw": 0.975,
        "power_uw": 77.1,
    },
    "clock_network": {
        "holdBufCountCts": 0,
        "postCtsSetupRepairBufs": 0,
    },
}
==> where the power goes <==
group	switching, mW	internal (mW)
registers	0	0
clock network	0	0
logic	0.0222	0.0549
==> worst min-delay path by stage <==
| stage | depth (start not counted) | endpoint | startpoint | slack (ns) |
|---|---|---|---|---|
| after global routing | 3 | sum[0] | in2[0] | 9.04 |
| after CTS | 3 | sum[0] | in2[0] | 9.04 |
| final | 3 | sum[0] | in2[0] | 9.04 |
==> cells in the mapped netlist (all sizes together) <==
cell type | number | area (um2)
inv | 8 | 30.0
fa | 50 | 1000
==> final cells by class <==
class                           instances  area [um2]
Fill cell                            1013        7110
Timing Repair Buffer                  152        1430
Multi-Input combinational cell         50        1120
Tap cell                              133         166
Inverter                                8        30.0
==> metal layers <==
metal	share of wire, %	up-vias
met4	0.85	0
met3	26	2
met1	37	514
met5	0	-
li1	-	470
met2	36	150
==> logic make-up (layout without fill, tap and decap cells) <==
group                      Yosys count  count (layout)  synth area share (%)
adders and majority gates           50              50                  97.1
buffers and inverters                8             160                  2.91
==> timing repair <==
action	in CTS	in global routing
endpoints found under the setup margin	19	19
pin swaps	2	0
resized	63	3
Power and IR drop assume default switching activity.
